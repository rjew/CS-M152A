## run.sh

```bash
#!/bin/bash
# OpenROAD 26Q1-2900-gdf79404cd8, Yosys 0.63+post, stock flow scripts
make -C /OpenROAD-flow-scripts/flow DESIGN_CONFIG=/design/flow/config.mk WORK_HOME=/design/flow/orfs finish
```

## config.mk

```make
export PLATFORM = sky130hd
export DESIGN_NAME = TOP
export DESIGN_NICKNAME = TOP
export VERILOG_FILES = /design/flow/design.v
export SDC_FILE = /design/flow/constraint.sdc
export NUM_CORES = 4
export LEC_CHECK = 1
export CORE_AREA = 10 10 78 78
export DIE_AREA = 0 0 88 88
```

## constraint.sdc

```tcl
current_design TOP

set clk_period 5.3
set clk_io_pct 0.2

create_clock -name clk0 -period $clk_period

set non_clock_inputs [all_inputs -no_clocks]
set_input_delay [expr $clk_period * $clk_io_pct] -clock clk0 $non_clock_inputs
set_output_delay [expr $clk_period * $clk_io_pct] -clock clk0 [all_outputs]
```

## design.v

```verilog
`timescale 1ns / 1ps
module TOP( D, S, E, F
    );
input [11:0] D;
output       S;
output [2:0] E;
output [3:0] F;
wire   [10:0] POS;
wire   [3:0]  EXP;
wire   [3:0] CHK_EXP;
wire   [3:0] RND_EXP;
wire [3:0] SIG;
wire RND;
assign S = D[11];
assign POS = S ? ~D[10:0] + 1 : D[10:0];
priority_encoder p_enc(.POS (POS), .EXP (EXP));
mux m(.POS (POS), .EXP (EXP), .SIG (SIG), .RND (RND));
assign CHK_EXP = EXP - 3;  
assign RND_EXP = RND ? CHK_EXP + 1 : CHK_EXP;
assign E = (RND_EXP[3]) ? 0 : RND_EXP[2:0];
assign F = (RND) ? SIG + 1 : SIG;
endmodule
`timescale 1ns / 1ps
module mux(
    POS, EXP, SIG, RND
    );
input [10:0] POS;
input [3:0] EXP;
output [3:0] SIG;
output RND; 
wire [4:0] sigrnd;
assign sigrnd = (EXP == 4'b1010) ? POS[10:6] :
                (EXP == 4'b1001) ? POS[9:5] :
                (EXP == 4'b1000) ? POS[8:4] :
                (EXP == 4'b0111) ? POS[7:3] :
                (EXP == 4'b0110) ? POS[6:2] :
                (EXP == 4'b0101) ? POS[5:1] :
                (EXP == 4'b0100) ? POS[4:0] :
                (EXP == 4'b0011) ? POS[3:0] :
                (EXP == 4'b0010) ? POS[2:0] :
                (EXP == 4'b0001) ? POS[1:0] :
                POS[0];
assign SIG = sigrnd[4:1];
assign RND = sigrnd[0];
endmodule
`timescale 1ns / 1ps
module priority_encoder(
    POS,
    EXP
    );
input [10:0] POS;
output [3:0] EXP;
integer i;
integer a;
initial
begin
  for (i = 0; i <= 10 ; i = i + 1)
    begin
      if (POS[i] == 1)
        begin
          a = i;
        end
     end
end     
assign EXP = a[3:0];
endmodule
```

==> CHANGELOG.md <==
### Physical design

- Instance tally after logic synthesis: approximately 160
- Fraction of met3 tracks used by global routing: less than 1%
- Area growth syn-to-layout: 46.0%
- Worst max-slew margin expressed relative to the limit: 58.6%
- CP Data Required Time: between 4000 and 5000 ps
- Crit path capture: F[1]
- End-of-flow core utilization: between 30% and 40%
- Number of fillers in the final layout: 445
- Number of primary I/O pins: 20
- Global route total overflow: 0
- Async set-or-reset flop fraction in the synthesized netlist: 0%
- Leakage power figure: between 0.6 and 0.7 nW
- Count of hold-fix buffers inserted at cts: 0
- Total half-perimeter wirelength after legalization and detailed placement: about 2700 um
- Netlist area before placement: 1120 um^2
- Met2 track demand over resource in global routing: 13.2%
- Post-synth tally of flip-flops with integrated enable: 0
- Total DRC errors in the routed layout: 0
- Pre-Place Util: about a quarter
- M1 GR Usage: between 10% and 20%
- Most used DFF post-synth: sky130_fd_sc_hd__dlxtn_1
- Antenna violations before repair: 0
- Max-cap violations: 0
- Drt via density: roughly 5.2
- Quantity of I/O buffers inserted on ports: 20
- Flip-flop count of the largest register, all copies and words added: 4
- Yosys stat area: between 1000 and 1500 um^2
- Core region area: 4410 um^2
- Endpoint class of the critical path: output port
- Layout cells sized above 1: between 20% and 30%
- Final setup viols: 0
- Class of the worst hold path: in2out
- Startpoint of the worst setup timing path: D[4]
- Number of unconstrained endpoints: 4
- Startpoint class of the critical path: primary input
- Area of the multi-input gates: about 1100 um^2
- Synth Register Bits: 4
- Antenna fix cells: 0
- Worst Max-Slew Pin Slew: between 600 and 700 ps
- Total global-route track usage: slightly above 8%
- Signal arrival time at the worst endpoint: about 4100 ps
- Post-synthesis cell type count: approximately 55
- Global-route wire length before repair: ~5500 um
- Residual antenna-violating net count after detailed routing: 0
- Cell count after placement: 241
- Final hold viol count: 0
- Yosys cell count: roughly 160
- Final critical delay including setup and external delays: ~5200 ps
- Number of register pins that no clock reaches: 4
- Chip area: ~7700 um^2
- Outcome: completed
- Pins Over Slew Limit: 0
- Avg WL per Cell: 13.8 um
- Tool warnings: 35
- Avg Synthesized Cell Area: 7.13 um^2
- Yosys warning total: 1
- Die W: 88 um
- Routability congestion estimate from global placement: about 0.96
- Routed wire length: ~3400 um
- Routed via count: between 1k and 1.5k
- Critical path class: in2out
- First-pass detailed-route iteration total: 5
- Number of global-route vias before repair: ~1.2k
- Cell Rows: 24
- DR iter-0 viols: 119
- Final Instance Count excl. Fillers: between 200 and 250
- Maximum fanout along the worst path: 7
- Most congested layer reported by global routing: met2
- Fmax achieved: between 150 and 200 MHz
- Die outline height: roughly 90 um
- Sequential cell area in the final layout: between 60 and 70 um^2
- Worst VDD drop: ~0.038 mV
- Period utilization: a little over nine tenths
- Total power divided by cell area: just over 60 nW/um^2
- Maximum number of pins on one net before global-route repair: 19
cells in the mapped netlist, drive strengths merged, types with 5 or more instances:
| cell type | instances | area, um^2 |
|---|---|---|
| nor2b | 5 | 31.3 |
| clkbuf | 5 | 18.8 |
| o21ai | 9 | 45.0 |
| ha | 6 | 75.1 |
| inv | 11 | 41.3 |
| nand3 | 7 | 35.0 |
| nand2 | 19 | 71.3 |
| xnor2 | 7 | 61.3 |
| nor2 | 11 | 41.3 |
| xor2 | 11 | 104 |
| a21oi | 8 | 43.8 |
critical path, stage by stage:
cell and delay, ps:
sky130_fd_sc_hd__clkdlybuf4s50_1 420, sky130_fd_sc_hd__or4_4 520, sky130_fd_sc_hd__buf_6 150, sky130_fd_sc_hd__o41ai_4 220, sky130_fd_sc_hd__xor2_1 180, sky130_fd_sc_hd__buf_4 170, sky130_fd_sc_hd__o22ai_1 70, sky130_fd_sc_hd__a221o_1 360
sky130_fd_sc_hd__ha_1 280, sky130_fd_sc_hd__mux2_2 260, sky130_fd_sc_hd__clkdlybuf4s50_1 400
timing repair:
action / 4_1_cts / 5_1_grt
hold endpoints to repair: 0 / 0
setup buffers: 0 / 7
setup endpoints to repair: 0 / 7
resized: 0 / 15
per-layer routing:
metal  up-vias  part of all wire (%)
met5         -                     0
met1       594                    47
met3         0                   7.0
met4         0                     0
met2        37                    45
li1        665                     -
worst min-delay path by stage:
| stage | endpoint | slack [ps] | startpoint | depth (start not counted) |
|---|---|---|---|---|
| 4_1_cts | S | 3430 | D[11] | 3 |
| 5_1_grt | S | 3510 | D[11] | 3 |
| 6_report | E[2] | 3420 | D[0] | 9 |
layout make-up:
cell class	count	area share, %
Inverter	11	2.52
Multi-Input combinational cell	135	64.8
Timing Repair Buffer	46	25.0
Tap cell	52	3.98
Sequential cell	4	3.67
logic make-up after synthesis:
kind of cell / synth area share, %
adder cells (fa/ha/maj): 6.70
AND/OR/NAND/NOR: 26.7
multiplexers: 2.90
XOR/XNOR: 14.7
latches: 5.36
AND-OR/OR-AND: 37.1
buffers and inverters: 6.48
report_power, final:
part	switching [W]	internal, W
Clock	0	0
Combinational	0.0000473	0.0000523
Sequential	0.00000000302	0.000000822
Total	0.0000474	0.0000531
cell usage in the layout, fill, tap and decap left out, types with 3 or more instances in the layout:
master,instances
sky130_fd_sc_hd__buf_4,25
sky130_fd_sc_hd__nand2_1,19
sky130_fd_sc_hd__clkdlybuf4s50_1,16
sky130_fd_sc_hd__nor2_1,11
sky130_fd_sc_hd__inv_1,10
sky130_fd_sc_hd__xor2_1,9
sky130_fd_sc_hd__o21ai_0,8
sky130_fd_sc_hd__nand3_1,7
sky130_fd_sc_hd__a21oi_1,7
sky130_fd_sc_hd__xnor2_1,6
sky130_fd_sc_hd__nor2b_1,5
sky130_fd_sc_hd__ha_1,5
sky130_fd_sc_hd__o22ai_1,4
sky130_fd_sc_hd__dlymetal6s2s_1,4
sky130_fd_sc_hd__dlxtn_1,4
sky130_fd_sc_hd__a211oi_1,3
per-stage QoR:
step                cell area (um^2)  hold WS [ps]  power (W)  TNS, ps  setup WS, ps
finish                          1640          3420   0.000100        0           138
global route                    1640          3510   0.000109    -36.1         -17.8
CTS                             1500          3430  0.0000877        0          2.15
detailed placement              1500          3430  0.0000872        0          21.1
global placement                1500          3430  0.0000879    -4.20         -4.20
floorplan                       1120          2190  0.0000428        0          1080
Power and IR drop assume default switching activity.
