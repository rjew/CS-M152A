==> flow/design.v <==
`timescale 1ns / 1ps
module counter9(
    Q, ovf,
    clk, en, rst
    );
    input clk;
    input en;
    input rst;
    output [3:0] Q;
    output ovf;
    reg [3:0] Q;
    reg ovf;
    initial
    begin
      Q = 4'b0000;
      ovf = 1'b0;
    end
    always @ (posedge clk or posedge rst)
      if (rst) begin
        Q = 4'b0000;
        ovf = 1'b0;
      end
      else
      begin
        if (en) begin
          ovf = (Q >= 9) ? 1'b1 : 1'b0;
          Q = (Q >= 9) ? 4'b0000 : Q + 1;
        end
      end
endmodule
`timescale 1ns / 1ps
module score(
  Q, 
  score, rst
    );
  output [3:0][3:0] Q;
  input score, rst;
  wire en = 1;
  wire [3:0] ovf;
  counter9 c0( .Q (Q[0]), .ovf(ovf[0]), .clk (score), .en (en), .rst (rst) );
  counter9 c1( .Q (Q[1]), .ovf(ovf[1]), .clk (ovf[0]), .en (en), .rst (rst) );
  counter9 c2( .Q (Q[2]), .ovf(ovf[2]), .clk (ovf[1]), .en (en), .rst (rst) );
  counter9 c3( .Q (Q[3]), .ovf(ovf[3]), .clk (ovf[2]), .en (en), .rst (rst) );
endmodule
==> flow/run.sh <==
#!/bin/bash
# OpenROAD 26Q1-2900-gdf79404cd8, Yosys 0.63+post, stock flow scripts
make -C /OpenROAD-flow-scripts/flow DESIGN_CONFIG=/design/flow/config.mk WORK_HOME=/design/flow/orfs finish
==> flow/config.mk <==
export PLATFORM = sky130hd
export DESIGN_NAME = score
export DESIGN_NICKNAME = score
export VERILOG_FILES = /design/flow/design.v
export SDC_FILE = /design/flow/constraint.sdc
export NUM_CORES = 4
export LEC_CHECK = 1
export CORE_AREA = 10 10 77 77
export DIE_AREA = 0 0 87 87
==> flow/constraint.sdc <==
current_design score

set clk_period 1.7
set clk_io_pct 0.2

create_clock -name clk0 -period $clk_period [get_ports {score}]

set non_clock_inputs [all_inputs -no_clocks]
set_input_delay [expr $clk_period * $clk_io_pct] -clock clk0 $non_clock_inputs
set_output_delay [expr $clk_period * $clk_io_pct] -clock clk0 [all_outputs]
==> notes.md <==
Main metrics from the flow reports.

The internal portion of the total power is 0.284 mW. The largest total area in the synthesized netlist belongs to dfrtp_1. The mean post-synth cell area is 11.7 um2. After synthesis the cells add up to 915 um2. The fmax is 0.673 GHz.

The via count of the first global-routing pass is around 600. The shortest period the worst path allows came out at 1.49 ns. The clock group share of total power is 62.2%.

The reported net switching power came out at 0.0659 mW. The number of warnings printed during yosys synthesis is 1. STA classifies the critical path startpoint as a flip-flop. The number of buffers inserted by post-CTS setup repair came out at 0. The worst setup skew after layout came out at 0.00227 ns. The relative area change from synthesis to final layout is 31.5%.

The minimum hold slack is 0.360 ns. The tally of max-capacitance violations came out at 0. The floorplan core density came out at 21.0%. The max-slew headroom at the worst pin came out at 82.8%.

The wire length per cell came out at ~10 um. After detailed routing, the number of vias per cell comes to 3.89. The number of antenna violations at the first check in global routing came out at 0. The distinct cell type count after synthesis is 17. The clock root buffer is clkbuf_8.

After global routing the overflow that remains totals 0. The flow ran to the end, and the final reports show no timing, DRC or antenna violations. The yosys stat cell total came out at 78. Per the timing report, the most critical flop-to-flop path originates at c0.Q[0]. In this run the critical path is formed by clkdlybuf4s50_1.

The flow reports that sequential cells draw about a third of the design power. The routability congestion estimate came out at between 0.7 and 0.8. The die footprint came out at about 7600 um2. The first-pass detailed-route iteration total is 4. The detailed-route via count is 592. The area used by multi-input combinational logic came out at approximately 410 um2. The fraction of final layout cells sized beyond drive strength 1 came out at roughly an eighth. The critical path is of the flip-flop to primary output type. The number of standard-cell rows in the floorplan came out at 24. TritonCTS built the clock tree.

The class of the worst hold path is input port to async pin. The commonest non-fill, non-tap cell in the layout is dfrtp_1. The worst path arrival time is 1.15 ns.

The amount of wire on met3 after detailed routing is approximately 130 um. The sequential share of the synthesized area came out at between 50% and 60%. The combinational group share of total power came out at 3.6%. Summing all non-filler instances in the final layout gives an area of 1200 um2. The horizontal die dimension is 87 um. The routed length on met2 came out at 707 um. CTS reports a maximum clock tree buffer depth of 2. According to the floorplan report, the placeable core area is 4350 um2. The OpenROAD warning count came out at 33. The top cell types in the final layout, fill and taps aside, are 19 x dfrtp_1, 17 x clkdlybuf4s50_1, 12 x ha_1.

The remaining antenna violation count is 0. Post-CTS repair ended up resizing 0 cells. Setup repair after global routing left no endpoint under its margin.

The residual DRC count came out at 0. The hold violation total from the final report came out at 0. The total negative slack is 0 ns. The count of endpoints without a timing constraint came out at 26. The count of buffer and inverter cells on the critical path came out at 1. The HPWL after detailed placement is 1290 um. The uppermost signal routing layer after detailed routing is met4. The script extracted a total leakage power of approximately 0.54 nW. The fraction of power spent switching nets came out at 18.8%. The global-route wire length before repair is about 2700 um. The final number of max-transition violations came out at 0. The number of antenna diodes is 0. Looking at the clock tree report, the H-tree level count equals 1. Clock-pin slew was measured on the worst setup and hold paths at 0.04 ns. At the pin with the least slew margin, the transition time is 0.258 ns.

The register-to-register setup slack came out at roughly 0.50 ns. The count of unclocked register or latch pins came out at 14. The violation tally from detailed-route iteration zero came out at 10.

The worst-skew pair later-pin latency came out at 0.22 ns. The number of hold buffers added after CTS is 0. The count of pins on the block boundary is 18.

The post-layout utilization of the core is 27.6%. The chip area in the Yosys report is 915 um2. The number of standard cells after synthesis is between 70 and 80. In this run the worst path has a maximum fanout of 6. According to the floorplan report, the die height is 87 um. The worst path required time came out at between 1 and 1.5 ns.

The synthesis report lists the most area-consuming cells as dfrtp_1 52%, ha_1 16%, nor3b_2 4.1%, inv_1 3.7%, nor2b_1 3.4%. The share of Yosys cell area claimed by the top area cell type came out at between 50% and 60%. The delay of the slowest cell on the worst path came out at ~0.50 ns. Buffers inserted during clock tree synthesis total 3. Entering global routing, the biggest net connects 15 pins. From the final report, the count of setup violators was given as 0. The sequential cell area in the final layout came out at 475 um2. The areal power density over the cells came out at 291 nW/um2. The end of the worst register-to-register path is c0.Q[1]. STA classifies the critical path endpoint as a primary output.

The count of state elements after synthesis came out at 19. The cell count of the worst reg-to-reg path is 5. Counting the fill cells in the layout gives about 430. For this block, wires on met1 add up to 711 um. Summed over all routing layers, the global router reports a total usage of 4.13%. The placed instance area came out at ~1200 um2. The detailed router reported a total wirelength of between 1500 and 2000 um. The standard cell with the maximum stage delay on the critical path is clkdlybuf4s50_1. The family with the most delay on the worst path is buffers and inverters. Per the power-grid run, VDD falls by no more than about 340 uV. In the finished design, the share of the clock period the worst path needs comes to between 80 and 90%. The tally of buffers added on design ports is 17.
==> sequential cells by signal (all words and copies together), names as in the netlist <==
| name | count |
|---|---|
| c0.Q | 4 |
| c0.ovf | 1 |
| c1.Q | 4 |
| c1.ovf | 1 |
| c2.Q | 4 |
| c2.ovf | 1 |
| c3.Q | 4 |
==> power by group through the flow <==
stage | clock (mW) | combinational (mW) | sequential, mW
global route | 0.230 | 0.0154 | 0.119
finish | 0.218 | 0.0127 | 0.119
CTS | 0.222 | 0.0137 | 0.119
==> through the flow <==
step	power (mW)	worst slack [ns]	cells
2_1_floorplan	0.128	0.617	78
3_3_place_gp	0.134	0.439	148
3_5_place_dp	0.134	0.437	148
4_1_cts	0.355	0.187	152
5_1_grt	0.365	0.134	152
6_report	0.350	0.214	152
==> worst max-delay path by stage <==
stage	from	endpoint	slack, ns	cells past startpoint
after CTS	c0.Q[0]	Q[0]	0.19	1
after global routing	c0.Q[0]	Q[0]	0.13	1
final	c0.Q[0]	Q[0]	0.21	1
==> per-layer routing <==
layer | up-vias | global-route usage (%)
li1 | 300 | -
met1 | 275 | 5.48
met2 | 15 | 6.46
met3 | 2 | 1.42
met4 | 0 | 0.736
met5 | - | 0
==> logic make-up after synthesis <==
group                    after synthesis  synth area share (%)
buffers and inverters                  9                  3.69
AND-OR/OR-AND                          9                  6.02
XOR/XNOR                               2                  1.92
AND/OR/NAND/NOR                       25                  17.5
multiplexers                           2                  2.46
adder cells (fa/ha/maj)               12                  16.4
flip-flops                            19                  52.0
==> synthesized netlist by cell type <==
library cell  instances
nor2b_1               5
nand2_1               4
nor2b_2               3
nand2b_1              2
and2_1                2
a32o_1                2
ha_1                 12
inv_1                 9
o21ai_0               3
nor3b_2               3
xnor2_1               2
mux2_2                2
nand3_1               2
dfrtp_1              19
o21ai_1               2
a21oi_1               2
nor2_1                4
==> layout make-up <==
cell class	instances	area share, %
timing repair buffer	18	14.8
tap	52	5.41
sequential	19	39.5
multi-input combinational	50	33.7
inverter	9	2.81
clock buffer	4	3.75
Power is estimated from default activity; no workload was simulated.
