==> design/flow/design.v <==
`timescale 1ns / 1ps
module paddle(
  paddle, l_pdl, m_pdl, r_pdl, 
  clk, cnt_x, cnt_y, left, right, pause, gameover, rst
    );
  output paddle, l_pdl, m_pdl, r_pdl;
  input clk, left, right, pause, gameover, rst;
  input [9:0] cnt_x;
  input [8:0] cnt_y;
  reg pdl_dir;  
  reg pdl_stop;
  reg [9:0] pdl_pos;
  initial
  begin
    pdl_dir = 1;
    pdl_stop = 0;
    pdl_pos = 425;
  end
  always @(posedge clk)
  begin
    if (left)
      pdl_dir <= 0;
    if (right | rst)
      pdl_dir <= 1;
  end
  always @(posedge clk)
  begin
    if (pdl_pos >= 630)
    begin
      if (left | ~pdl_dir | rst)
        pdl_stop <= 0;
      else
        pdl_stop <= 1;
    end
    if (pdl_pos <= 160)
    begin
    if (right | pdl_dir | rst)
        pdl_stop <= 0;
      else
        pdl_stop <= 1;
    end
  end
  always @(posedge clk)
  begin
    if (rst)
    begin
      pdl_pos <= 425;
    end
    else
      pdl_pos <= (pdl_stop | pause | gameover) ? pdl_pos : (pdl_pos + ((pdl_dir)? 1: -1));
  end
  wire paddle = (cnt_x>=pdl_pos) && (cnt_x<=pdl_pos+120) && (cnt_y[8:3]==54);
  wire l_pdl = (cnt_x>=pdl_pos) && (cnt_x<=pdl_pos+40) && (cnt_y[8:3]==54);
  wire m_pdl = (cnt_x>=pdl_pos+41) && (cnt_x<=pdl_pos+80) && (cnt_y[8:3]==54);
  wire r_pdl = (cnt_x>=pdl_pos+81) && (cnt_x<=pdl_pos+120) && (cnt_y[8:3]==54);
endmodule
==> design/flow/run.sh <==
#!/bin/bash
# OpenROAD 26Q1-2900-gdf79404cd8, Yosys 0.63+post, stock flow scripts
make -C /OpenROAD-flow-scripts/flow DESIGN_CONFIG=/design/flow/config.mk WORK_HOME=/design/flow/orfs finish
==> design/flow/config.mk <==
export PLATFORM = sky130hd
export DESIGN_NAME = paddle
export DESIGN_NICKNAME = paddle
export VERILOG_FILES = /design/flow/design.v
export SDC_FILE = /design/flow/constraint.sdc
export NUM_CORES = 4
export LEC_CHECK = 1
export CORE_AREA = 10 10 104 104
export DIE_AREA = 0 0 114 114
==> design/flow/constraint.sdc <==
current_design paddle

set clk_period 3.8
set clk_io_pct 0.2

create_clock -name clk0 -period $clk_period [get_ports {clk}]

set non_clock_inputs [all_inputs -no_clocks]
set_input_delay [expr $clk_period * $clk_io_pct] -clock clk0 $non_clock_inputs
set_output_delay [expr $clk_period * $clk_io_pct] -clock clk0 [all_outputs]
==> impl_metrics.csv <==
group,metric,value,unit
global_routing,grt_pass1_wl,12200,um
routing,vias,2580,
worst_hold_path,hp-start,"pdl_pos[3]$_SDFFE_PP1N_",
placement,dp_hpwl,5960,um
critical_path,critPathTopFamily,"buffers and inverters",
synthesis,ys_chip_area,0.00272,sq mm
pwr,p_leak,1.59,nW
placement,gp_congestion,0.904,
critical_path,path_common_cell,"clkdlybuf4s50_1",
flow_run,cap_viol_max_count,0,
clock_tree,clkLatencyLatePin,0.23,ns
critical_path,rr_startpoint,"pdl_dir$_SDFFE_PP1P_",
floorplan,io_pins,29,
flow_run,tool_warnings,41,
floorplan,dieArea,0.0130,sq mm
routing,drc,0,
critical_path,cp.required,3.04,ns
synthesis,synth-main-ff-cell,"dfxtp_1",
timing,relSlewSlack,63.4,%
worst_hold_path,hp-class,"register to register",
synthesis,numSynthFlops,12,
critical_path,critPathMaxFanout,5,
critical_path,path_buffers,2,
cells_and_area,fin_cells,497,
placement,portBuffers,25,
global_routing,gr-total-overflow,0,
timing,fin_skew,0.00375,ns
pwr,power.switching,0.224,mW
placement,dp_cells,493,
clock_tree,cts-root-buf,"clkbuf_8",
synthesis,ys_seq_share,9.20,%
critical_path,cp.depth,8,
routing,avgRoutedWirePerCell,14.2,um
timing,slew_violations,0,
global_routing,grt_max_degree,17,
floorplan,chipHeight,114,um
global_routing,met1_usage,15.4,%
critical_path,worst_path_max_delay_cell,"clkdlybuf4s50_1",
routing,dr.first_iter.drc_count,80,
pwr,power_frac_seq,23.9,%
routing,routed_via_density,5.19,
cells_and_area,drive_gt1_share,17.5,%
critical_path,r2r_cells,7,
critical_path,max_stage_delay,0.54,ns
pwr,cell_internal_pwr,0.377,mW
synthesis,netlist_instances,339,
worst_hold_path,hold_end,"pdl_pos[3]$_SDFFE_PP1N_",
global_routing,grt_pass1_vias,2586,
worst_hold_path,min_path_cells,2,
global_routing,antenna_found_initial,0,
synthesis,ys.warnings.count,1,
clock_tree,cts_max_level,1,
floorplan,dieWidth,114,um
floorplan,fp_util,31.4,%
clock_tree,ctsHoldBuffers,0,
clock_tree,clock_path_buffers,2,
cells_and_area,finalCoreUtilization,40.4,%
clock_tree,cts.sinks,12,
synthesis,avgSynthCellArea,8.03,sq um
synthesis,synth.distinct_cells,58,
critical_path,rrSetupSlack,1.53,ns
timing,post-route-min-period,3.69,ns
synthesis,async_flop_share,0,%
floorplan,core_area,0.00868,sq mm
critical_path,cp-end-kind,"primary output",
clock_tree,numCtsBuffers,3,
critical_path,r2r_end,"pdl_pos[8]$_SDFFE_PP1N_",
outcome,status,"finished clean",
synthesis,synth-edff-count,1,
clock_tree,cts_tree,"done",
pwr,irDropWorstVdd,0.0791,mV
timing,max_freq,0.271,GHz
clock_tree,cts_setup_buffers,0,
timing,post-route-period-util,97.2,%
global_routing,grt_util_all_layers,11.0,%
clock_tree,cts.clk_slew.worst_paths,0.05,ns
global_routing,busiest_layer,"met2",
critical_path,critical_path_class,"primary input to primary output",
pwr,power.density,172,mW/mm^2
floorplan,fp-row-count,34,
synthesis,ys_cells,339,
timing,worst_pin_slew,0.548,ns
timing,setup_viol,0,
global_routing,use_met3,0.851,%
routing,antenna_cells,0,
pwr,swShare,37.2,%
critical_path,crit_chain,"clkdlybuf4s50_1 -> ha_4 -> o21ba_2 -> o31a_1 -> nor2b_1 -> o221ai_2 -> o2111a_1 -> clkdlybuf4s50_1",
critical_path,start_kind,"primary input",
cells_and_area,areaGrowthSynthToFinish,28.7,%
synthesis,netlist_area,0.00272,sq mm
pwr,combPwrFrac,57.1,%
routing,ant_nets,0,
global_routing,use_met2,18.5,%
pwr,clockPowerShare,19.0,%
routing,routed_wl,7040,um
critical_path,arrival,2.93,ns
routing,dr.pass1.iters,4,
timing,hold_viol_final,0,
-- cell usage in the layout (no fill, tap or decap), types with 12 or more instances in the layout --
master           instances
xnor2_1                 27
a21o_1                  12
inv_1                   15
o21ai_0                 18
clkdlybuf4s50_1         20
nand2_1                 15
ha_1                    59
buf_4                   28
a21oi_1                 25
nor2_1                  20
-- worst max path at each step --
stage / from / to
CTS: cnt_x[4] / r_pdl
global route: pdl_pos[4]$_SDFFE_PP0N_ / r_pdl
finish: cnt_x[2] / r_pdl
-- timing repair --
action | CTS | global route
pin swaps | 8 | 15
gates resized | 14 | 32
endpoints found under the setup margin | 4 | 4
-- synth_stat cells (all sizes together), types with 2 or more instances --
cell type  number  share of area, %
a21o           12               3.3
a21oi          29               5.3
nand2          17               2.3
a211o           4               1.3
a211oi          8               2.4
nor2b           5               1.1
nand4           7               1.6
o21ai          21               3.9
buf             5               1.3
xor2            4               1.3
nand4b          3              0.97
xnor2          27               8.7
o21a            3              0.83
a2111oi         2              0.64
dfxtp          11               8.1
and3            7               1.6
nor2           20               2.8
inv            17               2.3
clkbuf          5              0.69
o2111ai         2              0.64
a21boi          3              0.83
nand2b          5               1.1
ha             67                31
or3             3              0.87
o211ai          6               1.7
o2111a          2              0.83
nor3            4              0.74
and2            2              0.46
nand3           7               1.3
o21bai          3              0.83
clkinv          2              0.28
a31oi           5               1.1
-- power by group through the flow --
stage | registers, mW | logic (mW) | clock network [mW]
final | 0.144 | 0.343 | 0.114
after global routing | 0.145 | 0.392 | 0.123
after CTS | 0.143 | 0.332 | 0.119
-- routing by layer --
| layer | vias to the layer above | wire length (um) |
|---|---|---|
| met5 | - | 0 |
| met4 | 0 | 137 |
| met3 | 10 | 249 |
| met2 | 37 | 3170 |
| met1 | 1160 | 3490 |
| li1 | 1373 | - |
-- sequential cells by signal (all words and copies together), names as in the netlist --
name	cells
pdl_stop	1
pdl_pos	10
pdl_dir	1
-- cells by family (layout without fill, tap and decap cells) --
family                     count (synthesis)  in the layout  share of synthesized area, %
AOI/OAI and AO/OA                        110            110                          26.8
buffers and inverters                     29             79                          4.64
xor gates and xnor gates                  31             31                          9.98
adders and majority gates                 68             68                          31.5
muxes                                      2              2                         0.782
and+or+nand+nor                           87             87                          17.1
DFF                                       12             12                          9.20
-- cell type report --
type | count | area [sq um]
fill | 875 | 5170
multi-input combinational | 298 | 2490
timing repair buffer | 56 | 503
sequential | 12 | 260
tap | 108 | 135
inverter | 19 | 73.8
clock buffer | 4 | 45.0
-- worst min-delay path, delay by kind of cell (launching register included) --
kind / cells / cell delay [ns]
DFF: 1 / 0.39
AOI/OAI and AO/OA: 2 / 0.12
-- through the flow --
step	setup TNS [ns]	power (mW)	cell area, sq um	hold slack (ns)	setup slack, ns
global placement	-0.0620	0.461	3280	0.632	-0.0482
global route	-0.00649	0.660	3500	0.611	-0.00649
floorplan	0	0.356	2720	0.550	0.493
CTS	0	0.594	3370	0.562	0.00938
detailed placement	-0.0893	0.465	3280	0.631	-0.0680
finish	0	0.601	3500	0.549	0.107
Power and IR drop assume default switching activity.
